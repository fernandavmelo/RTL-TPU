==> design/flow/design.v <==
module gerador_clock(
input sys_clock,
input reset,  
input logic [7:0]tpu_control,  
input logic [7:0]tx_slot,
input logic [7:0]rx_slot,
output logic g_clk_tx,
output logic g_clk_rx,
input logic [15:0]counter
);
 always_comb
 begin
 if (reset) begin
	g_clk_rx <= 0;
	g_clk_tx <= 0;
 end
 else begin
	if (counter[15:9] == tx_slot[6:0] && (counter[8:0] <= 9'b111111111) && tpu_control[1] == 1'b1)
		g_clk_tx <= sys_clock;
	else
		g_clk_tx <= 0;
	if (counter[15:9] == rx_slot[6:0] && (counter[8:0] <= 9'b111111111) && (tpu_control[2] == 1'b1))
		g_clk_rx <= sys_clock;
	else
		g_clk_rx <= 0;
 end 
 end
 endmodule 
module register_file(
	input sys_clock,
	input reset,  
	input logic [7:0]data_in,
	input we,  
	input logic [7:0]addr,
	output logic [7:0]data_out,
	output logic [7:0]tpu_control,
	output logic [7:0]tpuint_byte0,
	output logic [7:0]tpuint_byte1,
	output logic [7:0]tx_slot,
	output logic [7:0]rx_slot,
	output logic rsttpu,
	input intflag
);
always @ (posedge sys_clock or posedge reset)
begin
if (reset) begin  
	tpu_control <= 8'd0;
	tpuint_byte0 <= 8'd0;
	tpuint_byte1 <= 8'd0;
	tx_slot <= 8'd0;
	rx_slot <= 8'd0;
	rsttpu <= 1'd0;
end
else begin
  if (we == 1'b1) begin
		case (addr)
			8'h20: begin
						tpu_control <= data_in;   
						data_out <= tpu_control;
					end
			8'h21: begin
						tx_slot <= data_in;
						data_out <= tx_slot;
					end
			8'h22: begin
						rx_slot <= data_in;
						data_out <= rx_slot;
					end
			8'h23: begin
						tpuint_byte0 <= data_in;
						data_out <= tpuint_byte0;
					end
			8'h24: begin
						tpuint_byte1 <= data_in;
						data_out <= tpuint_byte1;
					end
		endcase
	end
	else begin
	case (addr)
			8'h20: begin
						data_out <= tpu_control;   
					end
			8'h21: begin
						data_out <= tx_slot;
					end
			8'h22: begin
						data_out <= rx_slot;
					end
			8'h23: begin
						data_out <= tpuint_byte0;
					end
			8'h24: begin
						data_out <= tpuint_byte1;
					end
					endcase
	end
	if (tpu_control[0])
	begin
		rsttpu <= tpu_control[0];
		tpu_control[0] <= 1'd0;
	end
	else 
		rsttpu <= 1'd0;
		if (intflag)
			tpu_control[4] <= 1'b1;
end		
end 
endmodule 
module timer(
input sys_clock,
input reset,  
input rsttpu,
input logic [7:0]tpu_control,  
input logic [7:0]tpuint_byte0,
input logic [7:0]tpuint_byte1,
output logic tpu_int,
output logic [15:0]counter,
output logic intflag
);
always @ (posedge sys_clock or posedge reset) 
begin 
	if  (reset)
	 begin
		counter <= 16'd0;
		tpu_int <= 1'd0;
    end
	else 
	 begin
		if (rsttpu)
		 begin
			counter <= 0;
		 end 
		else
			counter <= counter + 16'd1;
			if (counter == {tpuint_byte1,tpuint_byte0}) begin
				 intflag <= 1'b1;
				 if (tpu_control[3])
				 tpu_int <= 1'b1;
			end
			else begin 
				 intflag <= 1'b0;
				 tpu_int <= !tpu_control[4] && tpu_control[4];
				 end
	end 
end
endmodule 
module tpu(
input sys_clock,      
input reset,          
input valid,      
input logic [7:0]addr,  
input logic [7:0]data_in,  
output logic [7:0]data_out,  
output logic g_clk_tx,      
output logic g_clk_rx,      
output tpu_int        
);
logic [15:0]counter;
logic [7:0]tx_slot;
logic [7:0]rx_slot;
logic rsttpu;
logic [7:0]tpu_control;
logic [7:0]tpuint_byte0;
logic [7:0]tpuint_byte1;
logic intflag;
register_file r1 (
.sys_clock(sys_clock), 
.reset(reset), 
.data_in(data_in), 
.we(valid), 
.addr(addr), 
.data_out(data_out), 
.tpu_control(tpu_control), 
.tpuint_byte0(tpuint_byte0), 
.tpuint_byte1(tpuint_byte1), 
.tx_slot(tx_slot), 
.rx_slot(rx_slot), 
.rsttpu(rsttpu),
.intflag(intflag) 
);
timer t1 (
.sys_clock(sys_clock), 
.reset(reset), 
.rsttpu(rsttpu), 
.tpu_control(tpu_control), 
.tpuint_byte0(tpuint_byte0), 
.tpuint_byte1(tpuint_byte1), 
.tpu_int(tpu_int), 
.counter(counter),
.intflag(intflag)
);
gerador_clock g1 (
.sys_clock(sys_clock), 
.reset(reset), 
.tpu_control(tpu_control), 
.tx_slot(tx_slot), 
.rx_slot(rx_slot), 
.g_clk_tx(g_clk_tx), 
.g_clk_rx(g_clk_rx), 
.counter(counter)
);
endmodule 
==> design/flow/run.sh <==
#!/bin/bash
# OpenROAD 26Q1-2900-gdf79404cd8, Yosys 0.63+post, stock flow scripts
make -C /OpenROAD-flow-scripts/flow DESIGN_CONFIG=/design/flow/config.mk WORK_HOME=/design/flow/orfs finish
==> design/flow/config.mk <==
export PLATFORM = sky130hd
export DESIGN_NAME = tpu
export DESIGN_NICKNAME = tpu
export VERILOG_FILES = /design/flow/design.v
export SDC_FILE = /design/flow/constraint.sdc
export NUM_CORES = 4
export LEC_CHECK = 1
export CORE_UTILIZATION = 30
==> design/flow/constraint.sdc <==
current_design tpu

set clk_period 2.3
set clk_io_pct 0.2

create_clock -name clk0 -period $clk_period [get_ports {sys_clock}]

set non_clock_inputs [all_inputs -no_clocks]
set_input_delay [expr $clk_period * $clk_io_pct] -clock clk0 $non_clock_inputs
set_output_delay [expr $clk_period * $clk_io_pct] -clock clk0 [all_outputs]
==> metrics.cfg <==
[yosys]
yosysTopAreaCellShare_pct = 42.54
ys_chip_area_mm2 = 0.003412
ys_top_cells_by_area = dfrtp_1 (43%), mux2_2 (12%), xnor2_1 (9.5%), edfxtp_1 (7.9%), a21oi_1 (3.8%)
ys_warn_count = 3
syn_inst = 302
yosys.area.top_type = dfrtp_1
edf_count = 9
netlist_area_mm2 = 0.003412
syn_area_per_cell_um2 = 11.30
synth_stat.cells = 302
ys.flop_type = dfrtp_1
yosysUniqueCellTypes = 40
yosys.stat.seqShare_pct = 50.46
synth_flops = 67
ys_async_sr_fraction_pct = 86.57

[placed_design]
dpl_worst_slack_ps = -70.10
dp_hpwl_um = 5839
gp_congestion = 0.8690
io_buffers = 29

[final_layout]
flow.area_growth_from_synthesis_pct = 32.89
lay_top_cells = dfrtp_1 (57), mux2_2 (37), xnor2_1 (37)
layout-drive-gt1-share_pct = 31.61
post-route-util_pct = 41.29
lay_top_count = dfrtp_1

[min_path]
min_delay_path_depth = 0
hold_path_end = r1.rsttpu
worstHoldStart = r1.tpu_control[0]
worstHoldPathType = register to register

[timing]
hold_viol = 0
slew_violations = 0
whs_ps = 439.8
fin_ws_ps = -144.7
min_period_over_period_pct = 106.3
fin_skew_ps = 4.891
worst_pin_slew_ps = 746.3
timing.final.crit_period_ps = 2445
timing.fmax_mhz = 409.0
rsz0062_at_grt = true
max_slew_margin_pct = 50.25
setup_viol = 4

[global_routing]
antenna_found_initial = 0
grt_pass1_wl_um = 13510
grt_max_degree = 60
grt_use_total_pct = 15.78
grt_pass1_vias = 2617
grt_overflow = 0

[floorplan]
io_pins = 30
initCoreUtil_pct = 31.07
rows = 38
die-area_mm2 = 0.01180
die_h_um = 108.6
core_region_area_mm2 = 0.01098
die_w_um = 108.6

[power_and_ir_drop]
powerDensity_mw_per_mm2 = 813.6
power.leakage_nw = 1.903
total_power_mw = 3.689
worst_ir_drop_vdd_mv = 0.4645

[setup_path]
r2r_end = t1.counter[15]
required_ps = 1840
reg2reg_slack_ps = 620
r2r_start = t1.counter[0]
arrival_ps = 1980
reg2reg_depth = 6
end_kind = output port
worstSetupStartpointType = register
setup.worst_path.class = register to output port
path_max_fanout = 3

[drt]
dr_total_vias = 2565
dr.pass1.iters = 4
n_antenna_cell = 0
wl_um = 8476
drt-wirelength-per-cell_um = 16.72
drcViolationCount = 0
drtIter0Drc = 115
routed_via_density = 5.059
ant_nets = 0

[clocking]
cts.clk_slew.worst_paths_ps = 60
clk_latency_ps = 440
cts_tree = done

[run]
max_cap_viol_count = 0
warnings = 31

[outcome]
violations = negative setup slack
status = finished with violations

[where the power goes]
group / internal, mW / switching (mW) / total [mW]
combinational: 0.268 / 0.248 / 0.516
clock: 1.20 / 0.589 / 1.79
sequential: 1.29 / 0.0888 / 1.38
total: 2.76 / 0.926 / 3.69
[worst max path at each step]
stage | start | endpoint | slack, ps | cells past startpoint
finish | t1.counter[0] | g_clk_rx | -140 | 7
global route | t1.counter[0] | g_clk_rx | -270 | 7
CTS | t1.counter[0] | g_clk_rx | -260 | 9
[layer usage]
layer  part of all wire (%)  vias to the layer above  GRT usage (%)
li1                       -                     1195              -
met1                     45                     1257          22.82
met2                     44                       92          22.78
met3                    7.8                       21          5.850
met4                    2.7                        0          4.151
met5                      0                        -              0
[critical path, cell delays in order (launching register included)]
cell and delay (ps):
dfrtp_1 340, buf_4 130, nand3_2 80, or2_4 290, o311ai_4 360, clkbuf_16 200
nor3_4 40, buf_2 110
[synthesized netlist by cell type, types with 2 or more instances]
master,instances
ha_1,2
nor4bb_1,2
nand3_1,5
or3_1,4
edfxtp_1,9
dfrtp_1,58
or4_1,2
inv_1,11
o21ai_0,2
buf_2,3
nand3b_1,2
mux2_4,8
xor2_1,2
nand2_1,7
nor3_1,10
xnor2_1,37
o21a_1,2
a31oi_1,2
nand4_1,10
nor2b_1,3
a21oi_1,26
nor2_1,23
mux2_2,37
clkbuf_1,11
nor4_1,3
o22ai_1,7
[state kept, by name, summed over array words and instances, names as in the netlist]
register and count:
r1.rx_slot 8, r1.tx_slot 8, r1.data_out 8, r1.rsttpu 1
r1.tpuint_byte1 8, t1.counter 16, t1.intflag 1, t1.tpu_int 1
r1.tpuint_byte0 8, r1.tpu_control 8
[cells by family after synthesis]
family	synth area share (%)
buffers and inverters	3.337
AOI/OAI and AO/OA	6.930
and+or+nand+nor	12.47
adders and majority gates	0.7333
muxes	16.06
DFF	50.46
xor gates and xnor gates	10.01
[through the flow]
| step | setup TNS (ps) | instances | instance area [um2] |
|---|---|---|---|
| floorplan | 0 | 302 | 3416 |
| global placement | -880.0 | 484 | 4034 |
| detailed placement | -678.7 | 484 | 4034 |
| CTS | -511.2 | 507 | 4543 |
| global route | -490.0 | 507 | 4534 |
| finish | -244.1 | 507 | 4534 |
[final cells by class]
| class | instances | area, um2 |
|---|---|---|
| inverters | 11 | 45.04 |
| repair buffers | 58 | 503.0 |
| multi-input cells | 207 | 1648 |
| fillers | 977 | 6449 |
| well taps | 140 | 175.2 |
| clock inverters | 7 | 68.82 |
| clock buffers | 17 | 371.6 |
| flip-flops and latches | 67 | 1723 |
[what timing repair did]
| action | CTS | global route |
|---|---|---|
| resized | 20 | 3 |
| setup endpoints to repair | 10 | 5 |
| setup buffers | 1 | 1 |
| hold buffers | 0 | 0 |
| pin swaps | 4 | 6 |
Power figures rest on the tool's default switching activity, not on a simulated workload.
